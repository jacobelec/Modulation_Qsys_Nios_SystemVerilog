==> /design/flow/design.v <==
module clk_div_1hz (
    input  logic clk_50,        
    output logic clk_1hz        
);
    logic [24:0] counter = 0;   
    logic clk_1hz_reg = 0;      
    assign clk_1hz = clk_1hz_reg;
    always_ff @(posedge clk_50) begin
        if (counter == 24_999_999) begin
            counter     <= 0;
            clk_1hz_reg <= ~clk_1hz_reg;  
        end else begin
            counter <= counter + 1;
        end
    end
endmodule
==> /design/flow/run.sh <==
#!/bin/bash
# OpenROAD 26Q1-2900-gdf79404cd8, Yosys 0.63+post, stock flow scripts
make -C /OpenROAD-flow-scripts/flow DESIGN_CONFIG=/design/flow/config.mk WORK_HOME=/design/flow/orfs finish
==> /design/flow/config.mk <==
export PLATFORM = sky130hd
export DESIGN_NAME = clk_div_1hz
export DESIGN_NICKNAME = clk_div_1hz
export VERILOG_FILES = /design/flow/design.v
export SDC_FILE = /design/flow/constraint.sdc
export NUM_CORES = 4
export LEC_CHECK = 1
export CORE_AREA = 10 10 88 88
export DIE_AREA = 0 0 98 98
==> /design/flow/constraint.sdc <==
current_design clk_div_1hz

set clk_period 4.3
set clk_io_pct 0.2

create_clock -name clk0 -period $clk_period [get_ports {clk_50}]

set non_clock_inputs [all_inputs -no_clocks]
set_input_delay [expr $clk_period * $clk_io_pct] -clock clk0 $non_clock_inputs
set_output_delay [expr $clk_period * $clk_io_pct] -clock clk0 [all_outputs]
==> Changelog: implementation <==
## Flow update

- Status: complete, no violations
- Final worst-path cycle share: 0.490
- Clock Path Buffers: 2
- Top logic cells by instance count in the layout: 25 x dfxtp_1, 11 x nand3_1, 8 x xnor2_1
- Core ar.: between 0.005 and 0.006 mm^2
- Hold buffer count at CTS: 0
- Via count: between 800 and 900
- Yosys warnings: 1
- Hold endpoint: counter[0]
- Fill cell count: 629
- CP Launch Type: register
- Routability cong.: 0.771
- IO Pins: 2
- Area Overhead vs Synth: 8.70%
- Site Rows: 28
- Yosys Instances: about 120
- Cell count of the worst hold path: 1
- Number of remaining DRC errors: 0
- Met2 wire length: around 930 um
- Slew HR: 0.396
- CP max stage cell: nor4_4
- 1st-pass router iterations: 4
- Switching power: roughly 0.07 mW
- Max reg flops: 25
- Mapped cell area: ~0.0012 mm^2
- Total power: around 0.38 mW
- Initial antenna violation count: 0
- Slew Limit Fails: 0
- WHS: roughly 0.45 ns
- M1 WL: 1060 um
- CP delay by family, top: simple AND/OR/NAND/NOR gates
- Worst path required time: between 4 and 5 ns
- Most frequent logic cell in the layout: dfxtp_1
- Setup CP Type: reg -> reg
- Initial DRC Count: between 60 and 70
- R2r endpoint: clk_1hz_reg
- Die Span X: a little under 100 um
- PostCTS Resize Cnt: 0
- P_int: a little over 0.3 mW
- Yosys cell types: 37
- Global-route wire length before repair: 3640 um
- DRT antenna net count: 0
- Count of tool warnings: 25
- CTS H-tree depth: 1
- Crit path max fanout: 16
- Max Freq: around 470 MHz
- GRT Resource Usage Total: 0.0429
- Total routed wirelength: 2060 um
- Total gr overflow: 0
- Max stage delay on crit path: approximately 0.84 ns
- Synthesized area per cell: roughly 9.7 um^2
- Port bufs: 1
- Routed vias/inst: between 4 and 5
- Sw frac: 0.187
- Peak VDD IR: approximately 240 uV
- Maxcap violations: 0
- Pin count of the biggest net entering global routing: 17
- Die area: between 0.009 and 0.01 mm^2
- Post-route clock skew: 0.000988 ns
- Synth Instances: 124
- CP Data Arrival Time: 2.00 ns
- Place WS: 2.15 ns
- Flop2flop setup slack: 2.19 ns
- Combinational group share of total power: 0
- Clock power frac: 0.361
- Die Height: approximately 100 um
- Top cell area share: 0.415
- CTS clk-pin slew, worst paths: 0.08 ns
- Wire length on met3: 59 um
- Clock period minus worst slack: around 2.1 ns
- Final hold viol count: 0
- Largest area contributor in the netlist: dfxtp_1
- Flops after synth: 26
- Worst setup margin: ~2.2 ns
- Register area share after synthesis: 0.439
- Reg2reg start: counter[0]
- Top cells by area: dfxtp_1 41%, xnor2_1 5.8%, nand3_1 4.6%
- Yosys synthesis chip area: ~0.0012 mm^2
- Clock Tree Root: clkbuf_8
- PwrDens: just under 300 mW/mm^2
- Critical Path Start: counter[0]
- Sequential Power Share: 0.639
- Post-detail-place hpwl: between 1000 and 1500 um
- Hold Path Class: reg -> reg
- Sum Neg Setup Slack: 0 ns
- # setup viols final: 0
- Setup Buffers After CTS: 0
- # clock sinks: 26
- Routed length per instance: about 10 um
- Clk ins delay skew pair: ~0.26 ns
- N_diodes: 0
- DR top layer: met3
- Leakage power: 0.503 nW
- Initial cell density of the core: 0.204
- Launch point of the worst hold path: counter[0]
- Least-Margin Pin Slew: approximately 0.9 ns
- CTS tree: done
- Setup crit end kind: register
- Layout cells sized above 1: 0.121
- Vias in the first global route: between 700 and 800
- Critical path cell sequence: ha_1 > nand3b_1 > nor4_4
- Area after DPL: approximately 0.0013 mm^2
- Buf+Inv Stages, Crit Path: 0
- Cts bufs inserted: 3
- RSZ-0062 raised after global routing: false
- R2R depth: 3
- Finished Cell Area: ~0.0013 mm^2
==> worst reg2reg max path, cell delays in order, from the launching register on <==
cell	delay, ns
dfxtp_1	0.35
ha_1	0.37
nand3b_1	0.18
nor4_4	0.84
==> cell usage after synthesis <==
cell	number
a21oi_2	1
or4_1	3
nor2_1	6
xor2_1	6
or3_1	3
buf_2	2
nand2_1	6
o21ai_0	5
and2_1	2
o31ai_1	5
nor4_4	1
nand3_1	11
and2_2	1
and3_2	1
nand2_2	1
nor3_1	2
and4_4	2
and4_1	3
nor2b_1	1
ha_1	1
and3_1	2
and4b_1	1
nand4_2	1
buf_6	1
inv_1	3
dfxtp_1	25
nand2_4	1
nand3b_1	1
nor4b_1	1
or4_4	1
buf_4	1
xnor2_1	8
buf_8	1
edfxtp_1	1
a21oi_1	7
nand4_1	4
and4_2	2
==> metrics by stage <==
stage	std cells	utilization
4_1_cts	199	0.222
5_1_grt	199	0.222
3_5_place_dp	195	0.214
6_report	199	0.222
2_1_floorplan	124	-
3_3_place_gp	195	0.214
==> cells by family after synthesis <==
kind of cell	after synthesis	synth area share
AND/OR/NAND/NOR	57	0.315
flip-flops	26	0.439
adder cells (fa/ha/maj)	1	0.0104
AND-OR/OR-AND	18	0.0881
buffers and inverters	8	0.0456
XOR/XNOR	14	0.102
==> final cells by class <==
cell class / count / area (um^2) / share of cell area
well taps: 75 / 93.8 / 0.0715
flip-flops and latches: 26 / 531 / 0.404
repair buffers: 1 / 10.0 / 0.00763
multi-input cells: 90 / 622 / 0.474
clock buffers: 4 / 45.0 / 0.0343
inverters: 3 / 11.3 / 0.00858
==> power by group through the flow <==
stage	Combinational, mW	Sequential, mW	Clock (mW)
CTS	0.000000268	0.242	0.143
global route	0.000000268	0.242	0.155
finish	0.000000268	0.242	0.137
==> routing by layer <==
metal	up-vias	track usage
met4	0	0.00112
met1	418	0.0615
met3	0	0.0114
met5	-	0
met2	9	0.0665
li1	451	-
==> how the worst max path moves through the flow <==
stage                    endpoint  depth (start not counted)  slack, ns
after CTS             clk_1hz_reg                          3       2.15
after global routing  clk_1hz_reg                          3       2.03
final                 clk_1hz_reg                          3       2.19
No activity file was given, so power comes from the tool's default toggle rates.
