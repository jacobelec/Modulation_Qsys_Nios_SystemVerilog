### design/flow/config.mk
export PLATFORM = sky130hd
export DESIGN_NAME = BPSK
export DESIGN_NICKNAME = BPSK
export VERILOG_FILES = /design/flow/design.v
export SDC_FILE = /design/flow/constraint.sdc
export NUM_CORES = 4
export LEC_CHECK = 1
export CORE_AREA = 10 10 70 70
export DIE_AREA = 0 0 80 80
### design/flow/constraint.sdc
current_design BPSK

set clk_period 2.5
set clk_io_pct 0.2

create_clock -name clk0 -period $clk_period [get_ports {clk}]

set non_clock_inputs [all_inputs -no_clocks]
set_input_delay [expr $clk_period * $clk_io_pct] -clock clk0 $non_clock_inputs
set_output_delay [expr $clk_period * $clk_io_pct] -clock clk0 [all_outputs]
### design/flow/design.v
module BPSK (
    input  logic        clk,
    input  logic        lfsr,
    input  logic [11:0] sin_in,       
    output logic [11:0] bpsk_out      
);
    logic signed [11:0] sin_internal;
    logic signed [11:0] modulated;
    assign sin_internal = sin_in;
    always_ff @(posedge clk) begin
        if (lfsr)
            modulated <= sin_internal;
        else
            modulated <= -sin_internal;
    end
    assign bpsk_out = modulated;
endmodule
### design/flow/run.sh
#!/bin/bash
# OpenROAD 26Q1-2900-gdf79404cd8, Yosys 0.63+post, stock flow scripts
make -C /OpenROAD-flow-scripts/flow DESIGN_CONFIG=/design/flow/config.mk WORK_HOME=/design/flow/orfs finish
==> deck_impl_summary.md <==
Synthesis and Place & Route Summary

Logic synthesis
  • Post-synth EDFFs: 0
  • Synth cell count leaders: dfxtp_1, xor2_1, nor2_1, a21oi_1, inv_1
  • Top FF cell, synth: dfxtp_1
  • Synth async-reset ratio: 0%
  • Synth Warn #: 1
  • Top cells, area: dfxtp_1, xor2_1, nor2_1
  • Dominant cell area share: 49.0%
  • Mean Syn Cell Area: 10.4 um2
  • Syn Inst Count: 47
  • Count of different cell masters after synthesis: 14
  • Synth Seq Share: 49.0%
  • Yosys top cell by area: dfxtp_1
  • Number of cells in Yosys stat: 47
  • Yosys stat area: 490 um2
  • Most frequent cell after synthesis: dfxtp_1
  • Syn Std Cell Area: 490 um2
  • Synthesized registers: 12

Clock network
  • Post-CTS setup buffer count: 0
  • CTS tree: done
  • Number of buffers inserted by hold repair at cts: 0
  • CTS root buffer: clkbuf_4
  • Clock-pin slew on the worst setup and hold paths: 0.06 ns
  • Maximum clock path buffer count: 2
  • Clk sinks: 12
  • Post-CTS Resized: 0
  • CTS buffer count: 3
  • # H-tree levels: 1

STA
  • Max Slew Vio Count: 0
  • RSZ-0062 raised after global routing: no
  • Worst-Margin Slew: 0.367 ns
  • F_max: 0.613 GHz
  • Fin crit share: 65.2%
  • Sum of negative setup slack: 0 ns
  • Min Hold Slack: 0.757 ns
  • Minimum clock period: 1.63 ns
  • # setup viols final: 0
  • Final Hold Viols: 0
  • Max-slew headroom: 75.5%

Min path
  • Hold Path Depth: 1
  • Worst min-delay path class: input pin to flop
  • Hold EP: modulated[0]$_DFF_P_
  • Hold path start: sin_in[0]

Floorplanning
  • Total die size: 0.00640 mm2
  • Top Ports: 26
  • DIE WIDTH: 80 um
  • Floorplan Utilization: 14.4%
  • FP Rows: 21
  • Die Ht: 80 um
  • Core Region: 0.00342 mm2

Global routing
  • Largest net degree at the start of global routing: 12
  • Global-route total usage across every layer: 4.41%
  • Number of global-route vias before repair: 462
  • Initial antenna violation count: 0
  • First-pass GRT wire length: 2220 um
  • Total gr overflow: 0

Layout
  • Fillers: 379
  • Biggest regs: modulated (12)
  • Area grow syn2layout: 66.6%
  • Register area: 240 um2
  • Top reg by flops: modulated
  • Final instance area: 817 um2
  • Max reg flops: 12
  • Logic cell area: 235 um2
  • Layout cell share with drive strength beyond 1: 9.46%

Setup path
  • Crit path max-delay cell type: clkdlybuf4s50_1
  • Worst EP required: 2.69 ns
  • Crit path DAT: 1.82 ns
  • Kind of critical path: input pin to flop
  • Buf/Inv on CP: 2
  • Slowest cell delay on critical path: 0.51 ns
  • CP startpoint kind: input pin
  • Top Family by Delay on Critical Path: buffers and inverters
  • Critical path endpoint category: flop
  • Worst-path maximum fanout: 4
  • CP Cell Sequence: clkdlybuf4s50_1 -> inv_1 -> ha_1 -> nor2b_1 -> a41oi_1 -> xor2_1

Pwr
  • Total leakage power: 0.316 nW
  • Max VDD drop: 96.1 uV
  • Power Density: 515 mW/mm2

Detailed routing
  • DRC violations left: 0
  • Initial drt markers: 38
  • DR pass1 iterations: 3
  • N_diodes: 0
  • Final antenna-violating net count: 0
  • Via count: 416
  • Vias/cell: 3.47
  • Post-DR wirelength/cell: 11.1 um
  • Routed Wire Length: 1340 um

Placement
  • Count of input and output buffers: 25
  • Final Wtd Congestion: 0.734
  • Post-DP Area: 795 um2

Status
  • Outcome: finished clean

Flow run
  • Tool warnings: 25
  • Max-cap violations: 0
-- power by group --
group          total [mW]  internal [mW]  leakage [nW]  switching, mW
sequential          0.217          0.212         0.101        0.00486
clock               0.110         0.0555        0.0138         0.0541
combinational      0.0948         0.0644         0.201         0.0305
-- routing by layer --
| metal | GRT usage [%] | part of all wire, % | routed length, um |
|---|---|---|---|
| met1 | 5.50 | 40 | 533 |
| met2 | 6.10 | 44 | 583 |
| met3 | 3.07 | 15 | 207 |
| met4 | 0.880 | 0.75 | 10 |
| met5 | 0 | 0 | 0 |
-- cells in the final DEF (no fill, tap or decap), drive strengths merged, types with 2 or more instances in the layout --
cell type and instances:
a21oi 4, a31oi 2, a41oi 2, clkbuf 3
clkdlybuf4s50 25, dfxtp 12, inv 3, nor2 7
nor3 2, xor2 9
-- area by class of cell --
| cell class | instances | share of cell area, % |
|---|---|---|
| Clock buffer | 3 | 2.76 |
| Inverter | 3 | 1.38 |
| Multi-Input combinational cell | 31 | 28.8 |
| Sequential cell | 12 | 29.4 |
| Tap cell | 46 | 7.04 |
| Timing Repair Buffer | 25 | 30.6 |
-- cell families (layout without fill, tap and decap cells) --
| group | count (synthesis) | after routing | share of synthesized area [%] |
|---|---|---|---|
| AND-OR/OR-AND | 8 | 8 | 10.2 |
| XOR/XNOR | 10 | 10 | 17.9 |
| multiplexers | 1 | 1 | 2.30 |
| adder cells (fa/ha/maj) | 1 | 1 | 2.55 |
| AND/OR/NAND/NOR | 11 | 11 | 15.1 |
| buffers and inverters | 4 | 31 | 3.06 |
| flip-flops | 12 | 12 | 49.0 |
-- per-stage QoR --
step                      util [%]  worst slack [ns]  power (mW)  std cells
after floorplan                  -              1.18       0.242         47
after global routing          23.9             0.785       0.454        120
after global placement        23.3             0.623       0.318        117
final                         23.9             0.870       0.421        120
after CTS                     23.9             0.862       0.432        120
after detailed placement      23.3             0.583       0.319        117
-- how the worst max path moves through the flow --
stage             start               endpoint  slack [ns]  cells after the start
CTS           sin_in[0]  modulated[10]$_DFF_P_        0.86                      6
finish        sin_in[0]  modulated[10]$_DFF_P_        0.87                      6
global route  sin_in[0]   modulated[8]$_DFF_P_        0.78                      6
Power is estimated from default activity; no workload was simulated.
