==> design/flow/design.v <==
module sig_to_vga (
    input  logic         sampler_clk,
    input  logic [3:0]   modulation_selector,
    input  logic [7:0]   signal_selector,
    input  logic [11:0]  ask_sin,
    input  logic signed [11:0]  sin_fsk_out,
    input  logic [11:0]  bpsk_sin,
    input  logic         lfsr,
    input  logic [11:0]  sin_out,
    input  logic [11:0]  cos_out,
    input  logic [11:0]  saw_out,
    input  logic [11:0]  squ_out,
    input  logic [11:0]  cos_fsk_out,
    input  logic [11:0]  saw_fsk_out,
    input  logic [11:0]  squ_fsk_out,
    output logic [11:0]  actual_selected_modulation,
    output logic [11:0]  actual_selected_signal
);
    logic [11:0] sampled_ask, sampled_fsk, sampled_bpsk, sampled_lfsr;
    logic [11:0] sampled_sin, sampled_cos, sampled_squ, sampled_saw;
    logic is_fsk_selected;   
    always_ff @(posedge sampler_clk) begin
        sampled_ask  <= ask_sin;
        sampled_fsk  <= sin_fsk_out;
        sampled_bpsk <= bpsk_sin;
        sampled_lfsr <= {lfsr, 11'b0};   
        sampled_sin  <= sin_out;
        sampled_cos  <= cos_out;
        sampled_saw  <= saw_out;
        sampled_squ  <= squ_out;
    end
    always_comb begin
        is_fsk_selected = 1'b0;
        case (modulation_selector[1:0])
            2'd0: actual_selected_modulation = sampled_ask;
            2'd1: begin
            actual_selected_modulation = sampled_fsk;
            is_fsk_selected = 1'b1;
            end
            2'd2: actual_selected_modulation = sampled_bpsk;
            2'd3: actual_selected_modulation = sampled_lfsr;
            default: actual_selected_modulation = 12'd0;
        endcase
    end
    always_comb begin
        if(is_fsk_selected) begin
            case(signal_selector[1:0])
                2'd0: actual_selected_signal = sin_fsk_out;  
                2'd1: actual_selected_signal = cos_fsk_out;  
                2'd2: actual_selected_signal = saw_fsk_out;  
                2'd3: actual_selected_signal = squ_fsk_out;  
                default: actual_selected_signal = sin_fsk_out;
            endcase
        end 
        else begin
            case (signal_selector[1:0])
                2'd0: actual_selected_signal = sampled_sin;
                2'd1: actual_selected_signal = sampled_cos;
                2'd2: actual_selected_signal = sampled_saw;
                2'd3: actual_selected_signal = sampled_squ;
                default: actual_selected_signal = 12'd0;
            endcase
        end
    end
endmodule
==> design/flow/run.sh <==
#!/bin/bash
# OpenROAD 26Q1-2900-gdf79404cd8, Yosys 0.63+post, stock flow scripts
make -C /OpenROAD-flow-scripts/flow DESIGN_CONFIG=/design/flow/config.mk WORK_HOME=/design/flow/orfs finish
==> design/flow/config.mk <==
export PLATFORM = sky130hd
export DESIGN_NAME = sig_to_vga
export DESIGN_NICKNAME = sig_to_vga
export VERILOG_FILES = /design/flow/design.v
export SDC_FILE = /design/flow/constraint.sdc
export NUM_CORES = 4
export LEC_CHECK = 1
export CORE_UTILIZATION = 30
==> design/flow/constraint.sdc <==
current_design sig_to_vga

set clk_period 3.7
set clk_io_pct 0.2

create_clock -name clk0 -period $clk_period [get_ports {sampler_clk}]

set non_clock_inputs [all_inputs -no_clocks]
set_input_delay [expr $clk_period * $clk_io_pct] -clock clk0 $non_clock_inputs
set_output_delay [expr $clk_period * $clk_io_pct] -clock clk0 [all_outputs]
==> results.yml <==
# physical design summary
synthesis:
  top_area_cell: "dfxtp_1"
  synth-async-reset-ratio_pct: 0
  netlist_instances: 250
  top_area_share_pct: 57.9
  ys_cells: 250
  post-synth-top-count-cell: "dfxtp_1"
  top_cells_by_area: "dfxtp_1, nor2b_1, mux2_2"
  yosysWarningCount: 1
  ys_types: 20
  ys_seq_share_pct: 57.9
  yosys-stat-area_um2: 2940
  flop_cell: "dfxtp_1"
  edf_count: 0
  yosys-top-cells-count: "dfxtp_1, nor2b_1, a211oi_1"
  syn-cell-area_um2: 2940
  synth_flops: 85
  avgSynthCellArea_um2: 11.7
detailed_routing:
  num_vias: 2279
  firstDrtPassIters: 4
  wl_mm: 7.28
  antenna_cells: 0
  via_per_inst: 4.28
  antenna_left: 0
  drc: 0
  drt_iter0_drc: 47
  avgRoutedWirePerCell_um: 13.7
run:
  drv_cap: 0
  warnings: 33
power:
  seq_power_share_pct: 53.0
  vdd_ir_drop_max_uv: 217
  power_leakage_nw: 1.75
  p_int_mw: 1.45
  power_mw: 1.84
  net-switching-power_mw: 0.386
  powerDensity_nw_per_um2: 387
  power.share.clock_pct: 30.6
  switching_share_pct: 21.0
  combPwrFrac_pct: 16.3
die:
  fp_util_pct: 31.3
  core_um2: 9370
  die-area_um2: 10200
  die_w_um: 101
  fp-row-count: 35
  io_pins: 158
  die_h_um: 101
sta:
  max_slew_margin_pct: 63.3
  finalCriticalPeriod_ns: 3.37
  finalCritPeriodShare_pct: 91.2
  rsz0062_at_grt: "false"
  fmax_mhz: 296
  finalSetupTns_ns: 0
  worstMarginPinSlew_ns: 0.536
  finalSetupViolations: 0
  drv_slew: 0
  fin_ws_ns: 0.327
  hold_violations: 0
hold_path:
  whs_path_depth: 1
  hold_start: "ask_sin[10]"
  hold_end: "sampled_ask[10]"
  hold_path.class: "in -> reg"
global_routing:
  grt_pass1_vias: 2302
  grt_max_degree: 85
  grt_usage_pct: 14.8
  overflow: 0
  grt_pass1_wl_mm: 11.4
  antenna_found_initial: 0
clock_tree:
  cts_setup_buffers: 0
  cts.sinks: 85
  holdBufCountCts: 0
  ctsResizeCount: 0
  clockBufferDepth: 2
  clk_pin_slew_ns: 0.08
  cts_tree: "done"
  clock_tree.htree_level_count: 3
  cts_made_buffers: 9
  cts-root-buf: "clkbuf_8"
setup_path:
  crit_start: "modulation_selector[0]"
  cp_max_fo: 24
  crit_type: "in -> out"
  worstPathRequired_ns: 2.96
  crit_buf_inv: 4
  slowest_stage: "clkdlybuf4s50_1"
  cp-start-kind: "input pin"
  cp_cell_sequence: "clkdlybuf4s50_1 -> nor2b_4 -> buf_12 -> a2111oi_0 -> buf_4 -> nor4_1 -> clkdlybuf4s50_1"
  critPathMostFrequentCell: "clkdlybuf4s50_1"
  worstPathArrival_ns: 2.63
  crit_family: "buffers and inverters"
  end_kind: "output port"
  critical-path-max-stage-delay_ns: 0.47
run_status:
  status: "completed"
placed_design:
  gp_congestion: 0.777
  dp_cells: 518
  postPlaceCellArea_um2: 4570
  dp_slack_ns: 0.317
  io_buffers: 149
  dp_hpwl_mm: 5.43
cells_and_area:
  drive_gt1_share_pct: 11.9
  fillerInstances: 870
  final_cells: 532
  syn2layout_area_growth_pct: 61.3
  fin_area_um2: 4740
## power groups by stage
stage	sequential [mW]	combinational, mW	clock, mW
after CTS	0.973	0.305	0.594
after global routing	0.978	0.328	0.629
final	0.973	0.300	0.562
## layer usage
layer	wire length [um]	vias to the layer above	GRT usage, %
met1	3340	991	20.7
met3	438	11	3.31
met4	130	0	2.56
met5	0	-	0
li1	-	1198	-
met2	3380	79	24.3
## area by class of cell
class,count,area (um2),share of cell area (%)
Clock buffer,12,155,3.28
Multi-Input combinational cell,146,1130,23.8
Tap cell,129,161,3.41
Timing Repair Buffer,158,1580,33.3
Clock inverter,2,10.0,0.211
Sequential cell,85,1700,35.9
## sequential cells by signal (all words and copies together), names as in the netlist
name / cells
sampled_ask: 12
sampled_bpsk: 12
sampled_cos: 12
sampled_fsk: 12
sampled_lfsr: 1
sampled_saw: 12
sampled_sin: 12
sampled_squ: 12
## metrics by stage
step / utilization, % / hold WS (ns)
2_1_floorplan: - / 0.768
3_3_place_gp: 48.8 / 1.19
3_5_place_dp: 48.8 / 1.19
4_1_cts: 50.5 / 0.813
5_1_grt: 50.5 / 0.813
6_report: 50.5 / 0.841
## worst max path at each step
stage                                  endpoint  cells after the start  slack, ns
final                 actual_selected_signal[6]                      7       0.33
after global routing  actual_selected_signal[7]                      6       0.14
after CTS             actual_selected_signal[5]                      6       0.32
## cell usage in the layout (no fill, tap or decap)
master	Yosys	layout
a2111oi_0	12	12
a211oi_1	14	14
a211oi_2	10	10
buf_12	0	2
buf_2	6	1
buf_4	5	7
clkbuf_1	6	1
clkbuf_8	0	11
clkdlybuf4s50_1	0	148
clkinv_2	0	2
dfxtp_1	85	85
mux2_2	12	12
mux2i_1	11	11
mux4_2	1	1
nand2_1	11	11
nand3b_1	1	1
nor2b_1	37	37
nor2b_4	1	1
nor3b_1	12	12
nor4_1	12	12
o21ai_0	11	11
or3b_4	1	1
## kinds of logic (layout without fill, tap and decap cells)
| logic type | count (synthesis) | count (layout) | share of synthesized area, % |
|---|---|---|---|
| mux | 24 | 24 | 9.12 |
| buf+inv | 19 | 172 | 3.62 |
| flops | 85 | 85 | 57.9 |
| simple gates | 75 | 75 | 16.0 |
| compound gates | 47 | 47 | 13.3 |
Power and IR drop assume default switching activity.
